$ cat /design/flow/run.sh
#!/bin/bash
# OpenROAD 26Q1-2900-gdf79404cd8, Yosys 0.63+post, stock flow scripts
make -C /OpenROAD-flow-scripts/flow DESIGN_CONFIG=/design/flow/config.mk WORK_HOME=/design/flow/orfs finish
$ cat /design/flow/design.v
package rv32i_types;
typedef enum bit [6:0] {
    op_lui   = 7'b0110111,  
    op_auipc = 7'b0010111,  
    op_jal   = 7'b1101111,  
    op_jalr  = 7'b1100111,  
    op_br    = 7'b1100011,  
    op_load  = 7'b0000011,  
    op_store = 7'b0100011,  
    op_imm   = 7'b0010011,  
    op_reg   = 7'b0110011,  
    op_csr   = 7'b1110011   
} rv32i_opcode;
typedef enum bit [2:0] {
    beq  = 3'b000,
    bne  = 3'b001,
    blt  = 3'b100,
    bge  = 3'b101,
    bltu = 3'b110,
    bgeu = 3'b111
} branch_funct3_t;
typedef enum bit [2:0] {
    lb  = 3'b000,
    lh  = 3'b001,
    lw  = 3'b010,
    lbu = 3'b100,
    lhu = 3'b101
} load_funct3_t;
typedef enum bit [2:0] {
    sb = 3'b000,
    sh = 3'b001,
    sw = 3'b010
} store_funct3_t;
typedef enum bit [2:0] {
    add  = 3'b000,  
    sll  = 3'b001,
    slt  = 3'b010,
    sltu = 3'b011,
    axor = 3'b100,
    sr   = 3'b101,  
    aor  = 3'b110,
    aand = 3'b111
} arith_funct3_t;
typedef enum bit [2:0] {
    alu_add = 3'b000,
    alu_sll = 3'b001,
    alu_sra = 3'b010,
    alu_sub = 3'b011,
    alu_xor = 3'b100,
    alu_srl = 3'b101,
    alu_or  = 3'b110,
    alu_and = 3'b111
} alu_ops;
typedef logic [31:0] rv32i_word;
typedef logic [4:0] rv32i_reg;
typedef logic [3:0] rv32i_mem_wmask;
 typedef struct packed {
	rv32i_opcode opcode;
	logic [1:0] pcadd_sel;
	logic [2:0] alumux_sel;
	logic alumux_sel_a;
	logic cmpmux_sel;
	logic pc_adder_arg;
	alu_ops aluop;
	branch_funct3_t cmpop;
} EX_struct;
typedef struct packed {
	rv32i_opcode opcode;
	logic [1:0] pcmux_if_sel;
	logic mem_read;
	logic mem_write;
	logic [3:0] mem_byte_enable;
	logic [2:0] mask_sel;
	logic load_predictor;
} MEM_struct;
typedef struct packed {
	rv32i_opcode opcode;
	logic [2:0] wbmux_sel;
	logic load_regfile;
} WB_struct;
endpackage : rv32i_types
module BTB #(parameter width = 5)
(
    input clk,
    input load,
    input [31:0] rindex,
    input [31:0] windex,
    input [31:0] in,
    input [31:0] miss_in,
	 input miss,
	 output logic hit,
	 output logic [31:0] dest
);
logic [31:0] data [2**width][4]  ;
logic [29-width:0] tag [2**width][4]  ;
logic [2:0] lru[2**width];
logic [1:0] choice[2**width];
logic [2:0] next_lru,next_lru_w;
assign hit = (tag[rindex[1+width:2]][0]==rindex[31:2+width])||(tag[rindex[1+width:2]][1]==rindex[31:2+width])||(tag[rindex[1+width:2]][2]==rindex[31:2+width])||(tag[rindex[1+width:2]][3]==rindex[31:2+width]);
initial
begin
    for (int i = 0; i < 2**width; i++)
    begin
		lru[i] = 0;
		for(int j = 0; j < 4; j++)
		begin
			data[i][j] = 32'hffffffff;
			tag[i][j] = 25'b1111101111111111111111111;
		end
    end
end
always_ff @(posedge clk)
begin
    if (load)
    begin
        data[windex[1+width:2]][choice[windex[1+width:2]]] <= in;
		  tag[windex[1+width:2]][choice[windex[1+width:2]]] <= windex[31:2+width];	
		  lru[windex[1+width:2]] <= next_lru_w;
    end
	 else if(miss)
	 begin
        data[windex[1+width:2]][choice[windex[1+width:2]]] <= miss_in;
		  tag[windex[1+width:2]][choice[windex[1+width:2]]] <= windex[31:2+width];	
		  lru[windex[1+width:2]] <= next_lru_w;
	 end
	 else
	 begin
		lru[rindex[1+width:2]] <= next_lru;
	 end
end
always_comb
begin
		for(int k = 0 ; k < 2**width; k++)
			choice[k] = { (!lru[windex[1+width:2]][2]) , (!lru[windex[1+width:2]][(lru[windex[1+width:2]][2])] )};
		next_lru = lru[rindex[1+width:2]];
		case(choice[windex[1+width:2]])
			2'b00:next_lru_w = {1'b0,1'b0,lru[windex[1+width:2]][0]};
			2'b01:next_lru_w = {1'b0,1'b1,lru[windex[1+width:2]][0]};
			2'b10:next_lru_w = {1'b1,lru[windex[1+width:2]][1],1'b0};
			2'b11:next_lru_w = {1'b1,lru[windex[1+width:2]][1],1'b1};
		endcase
		if(tag[rindex[1+width:2]][0]==rindex[31:2+width])
		begin
			next_lru = {1'b0, 1'b0,lru[rindex[1+width:2]][0]};
			dest = data[rindex[1+width:2]][0];
		end
		else if(tag[rindex[1+width:2]][1]==rindex[31:2+width])
		begin
			next_lru = {1'b0, 1'b1,lru[rindex[1+width:2]][0]};
			dest = data[rindex[1+width:2]][1];
		end
		else if(tag[rindex[1+width:2]][2]==rindex[31:2+width])
		begin
			next_lru = {1'b1,lru[rindex[1+width:2]][1], 1'b0};
			dest = data[rindex[1+width:2]][2];
		end
		else if(tag[rindex[1+width:2]][3]==rindex[31:2+width])
		begin
			next_lru = {1'b1,lru[rindex[1+width:2]][1], 1'b1};
			dest = data[rindex[1+width:2]][3];
		end
		else
		begin
			dest =32'hffffffff;
		end
end
endmodule : BTB
$ cat /design/flow/config.mk
export PLATFORM = sky130hd
export DESIGN_NAME = BTB
export DESIGN_NICKNAME = BTB
export VERILOG_FILES = /design/flow/design.v
export SDC_FILE = /design/flow/constraint.sdc
export NUM_CORES = 4
export LEC_CHECK = 1
export CORE_UTILIZATION = 50
export SYNTH_MEMORY_MAX_BITS = 65536
$ cat /design/flow/constraint.sdc
current_design BTB

set clk_period 215.5
set clk_io_pct 0.2

create_clock -name clk0 -period $clk_period [get_ports {clk}]

set non_clock_inputs [all_inputs -no_clocks]
set_input_delay [expr $clk_period * $clk_io_pct] -clock clk0 $non_clock_inputs
set_output_delay [expr $clk_period * $clk_io_pct] -clock clk0 [all_outputs]
==> impl_metrics.toml <==
# synthesis and place-and-route metrics
[status]
outcome = "complete, no violations"

[sta]
setup_viol = 0
fin_crit_sh = 0.463
slew_headroom = 0.163
rsz0062_at_grt = "false"
worstMarginPinSlew_ns = 1.25
skew_ns = 0.0686
finalSetupTns_ns = 0
slew_violations = 0
hold_viol = 0
period_needed_ns = 99.75
max_freq_ghz = 0.0100

[placement]
hpwl_um = 649000
gp_congestion = 0.970
dpl.cell_count = 24000
place_area_mm2 = 0.302
port_buffers = 159

[hold_path]
min_path_type = "reg -> reg"
worstHoldPathCells = 6
worstHoldStart = "lru[22][2]"
worstHoldEndpoint = "lru[8][2]"

[die]
die_y_um = 761
ioPinCount = 164
chipArea_mm2 = 0.579
die_w_um = 761
coreArea_mm2 = 0.573
initial_core_util = 0.502
rows = 278

[pwr]
p_switching_w = 0.000668
combPwrFrac = 0.050
p_int_w = 0.00231
clkPwrFrac = 0.413
power_leakage_nw = 103
p_per_area_mw_per_mm2 = 9.16
seqPwrFrac = 0.538
peakVddDrop_mv = 0.00888
swShare = 0.224

[cells_and_area]
fill_cells = 42500
register_area_mm2 = 0.222
postLayoutCellArea_mm2 = 0.325
lay_top_cells = "7392 x edfxtp_1, 1228 x nand2_1, 991 x buf_4, 742 x clkbuf_16, 734 x o21ai_0"
mi_logic_area_mm2 = 0.0610
final_core_util = 0.567
syn2layout_area_growth_pct = 12.9
stdcell_count = 25400
drive_gt1_frac = 0.172
lay_top_count = "edfxtp_1"

[global_routing]
grt_pass1_wl_um = 1460000
grt_overflow = 0
antenna_found_initial = 69
track_usage = 0.419
grt_max_degree = 119
first_global_vias = 177000

[worst_setup_path]
critPathArrivalTime_ns = 56.65
crit_path_max_incr_delay_ns = 0.90
setup.worst_path.class = "in -> out"
r2r_end = "lru[30][1]"
end_kind = "output pin"
rr_worst_depth = 15
path_max_fanout = 57
worst_path_dominant_cell_family = "buffers and inverters"
crit_slowest_cell = "a2111oi_0"
reg2reg_slack_ns = 209.11
path_buffers = 14
r2r-start = "tag[13][24]"
critPathMostFrequentCell = "buf_4"
cp-start-kind = "input port"
cp.required_ns = 172.40

[synth]
synthFlopType = "edfxtp_1"
ys_cells = 16400
yosysChipArea_mm2 = 0.288
avgSynthCellArea_um2 = 17.5
syn_area_mm2 = 0.288
async_flop_share = 0
synth_area_leader_cell = "edfxtp_1"
ys_warn_count = 2
synthCells = 16400
yosysSeqAreaShare = 0.771
ys_types = 104
area_leaders = "edfxtp_1 77%, mux4_2 5.2%, mux2i_1 1.8%"
synth_flops = 7392
yosys.area.top_type_share = 0.771
edf_count = 7392

[run]
cap_violations = 0
openroad.warnings = 47

[clock_network]
clkLatencyLatePin_ns = 1.17
cts-root-buf = "clkbuf_16"
cts_max_path_buffers = 4
post_cts_buffers = 0
clkTransAtPathRegs_ns = 0.06
cts_resized = 0
htree_num_levels = 6
cts.sinks = 7392
cts_tree = "built"
hold_buffers = 0
cts-buffers-inserted = 741

[routing]
dr.pass1.iters = 9
postRouteAntennaNets = 0
drt_iter0_drc = 14300
drc_errors = 0
vias = 171000
routed_wl_um = 1080000
wire_per_inst_um = 42.4
viasPerCell = 6.71
how the worst max path moves through the flow:
stage                      from        to  slack (ns)  cells after the start
after CTS             rindex[2]  dest[15]      116.11                     27
after global routing  rindex[2]  dest[15]      115.47                     27
final                 rindex[2]  dest[15]      115.75                     27
routing by layer:
| layer | GRT usage | vias to the layer above | share of wire |
|---|---|---|---|
| li1 | - | 68500 | - |
| met1 | 0.445 | 83600 | 0.26 |
| met2 | 0.547 | 15200 | 0.43 |
| met3 | 0.378 | 3312 | 0.22 |
| met4 | 0.243 | 139 | 0.081 |
| met5 | 0.0799 | - | 0.0051 |
area by class of cell:
cell class / count / area share
tap: 7560 / 0.0291
multi-input combinational: 7856 / 0.188
clock buffer: 937 / 0.0594
clock inverter: 385 / 0.0109
sequential: 7392 / 0.683
antenna: 106 / 0.000816
inverter: 29 / 0.000416
timing repair buffer: 1153 / 0.0289
flip-flops by register name, indices dropped and copies added, names as in the netlist:
register,count
tag,3200
data,4096
lru,96
power groups by stage:
stage	Clock, W	Sequential, W	Combinational [W]
CTS	0.00124	0.00160	0.000144
global route	0.00129	0.00160	0.000152
finish	0.00123	0.00160	0.000148
cell families after synthesis:
logic type,synth area share
flops,0.771
compound gates,0.0831
simple gates,0.0466
mux,0.0743
buf+inv,0.0221
xor+xnor,0.00274
synthesized netlist by cell type (273+ instances only):
cell      instances
nor2_1          768
a21oi_1         507
mux4_2          665
buf_2           453
o21ai_0         735
edfxtp_1       7392
o221ai_1        273
a31oi_1         283
nor3_1          455
nand2_1        1235
clkbuf_1        378
mux2i_1         514
per-stage QoR:
stage / power, W / setup slack, ns / hold WS (ns)
after floorplan: 0.00170 / 124.79 / 1.31
after global placement: 0.00177 / 116.13 / 1.58
after detailed placement: 0.00178 / 116.12 / 1.62
after CTS: 0.00298 / 116.11 / 1.60
after global routing: 0.00304 / 115.47 / 1.65
final: 0.00298 / 115.75 / 1.61
worst register-to-register path, delay by kind of cell (launching register included):
kind | cells | cell delay (ns)
buf+inv | 5 | 2.31
compound gates | 6 | 2.17
simple gates | 3 | 1.27
flops | 1 | 0.32
mux | 1 | 0.06
Power is estimated from default activity; no workload was simulated.
