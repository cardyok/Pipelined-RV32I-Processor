`/design/flow/config.mk`:
```
export PLATFORM = sky130hd
export DESIGN_NAME = regfile
export DESIGN_NICKNAME = regfile
export VERILOG_FILES = /design/flow/design.v
export SDC_FILE = /design/flow/constraint.sdc
export NUM_CORES = 4
export LEC_CHECK = 1
export CORE_UTILIZATION = 40
```
`/design/flow/run.sh`:
```
#!/bin/bash
# OpenROAD 26Q1-2900-gdf79404cd8, Yosys 0.63+post, stock flow scripts
make -C /OpenROAD-flow-scripts/flow DESIGN_CONFIG=/design/flow/config.mk WORK_HOME=/design/flow/orfs finish
```
`/design/flow/constraint.sdc`:
```
current_design regfile

set clk_period 9.8
set clk_io_pct 0.2

create_clock -name clk0 -period $clk_period [get_ports {clk}]

set non_clock_inputs [all_inputs -no_clocks]
set_input_delay [expr $clk_period * $clk_io_pct] -clock clk0 $non_clock_inputs
set_output_delay [expr $clk_period * $clk_io_pct] -clock clk0 [all_outputs]
```
`/design/flow/design.v`:
```
package rv32i_types;
typedef enum bit [6:0] {
    op_lui   = 7'b0110111,  
    op_auipc = 7'b0010111,  
    op_jal   = 7'b1101111,  
    op_jalr  = 7'b1100111,  
    op_br    = 7'b1100011,  
    op_load  = 7'b0000011,  
    op_store = 7'b0100011,  
    op_imm   = 7'b0010011,  
    op_reg   = 7'b0110011,  
    op_csr   = 7'b1110011   
} rv32i_opcode;
typedef enum bit [2:0] {
    beq  = 3'b000,
    bne  = 3'b001,
    blt  = 3'b100,
    bge  = 3'b101,
    bltu = 3'b110,
    bgeu = 3'b111
} branch_funct3_t;
typedef enum bit [2:0] {
    lb  = 3'b000,
    lh  = 3'b001,
    lw  = 3'b010,
    lbu = 3'b100,
    lhu = 3'b101
} load_funct3_t;
typedef enum bit [2:0] {
    sb = 3'b000,
    sh = 3'b001,
    sw = 3'b010
} store_funct3_t;
typedef enum bit [2:0] {
    add  = 3'b000,  
    sll  = 3'b001,
    slt  = 3'b010,
    sltu = 3'b011,
    axor = 3'b100,
    sr   = 3'b101,  
    aor  = 3'b110,
    aand = 3'b111
} arith_funct3_t;
typedef enum bit [2:0] {
    alu_add = 3'b000,
    alu_sll = 3'b001,
    alu_sra = 3'b010,
    alu_sub = 3'b011,
    alu_xor = 3'b100,
    alu_srl = 3'b101,
    alu_or  = 3'b110,
    alu_and = 3'b111
} alu_ops;
typedef logic [31:0] rv32i_word;
typedef logic [4:0] rv32i_reg;
typedef logic [3:0] rv32i_mem_wmask;
 typedef struct packed {
	rv32i_opcode opcode;
	logic [1:0] pcadd_sel;
	logic [2:0] alumux_sel;
	logic alumux_sel_a;
	logic cmpmux_sel;
	logic pc_adder_arg;
	alu_ops aluop;
	branch_funct3_t cmpop;
} EX_struct;
typedef struct packed {
	rv32i_opcode opcode;
	logic [1:0] pcmux_if_sel;
	logic mem_read;
	logic mem_write;
	logic [3:0] mem_byte_enable;
	logic [2:0] mask_sel;
	logic load_predictor;
} MEM_struct;
typedef struct packed {
	rv32i_opcode opcode;
	logic [2:0] wbmux_sel;
	logic load_regfile;
} WB_struct;
endpackage : rv32i_types
module regfile
(
    input clk,
    input load,
    input [31:0] in,
    input [4:0] src_a, src_b, dest,
    output logic [31:0] reg_a, reg_b
);
logic [31:0] data [32]  ;
initial
begin
    for (int i = 0; i < $size(data); i++)
    begin
        data[i] = 32'b0;
    end
end
always_ff @(posedge clk)
begin
    if (load && dest)
    begin
        data[dest] = in;
    end
end
always_comb
begin
    reg_a = src_a ? data[src_a] : 0;
    reg_b = src_b ? data[src_b] : 0;
end
endmodule : regfile
```
==> impl_metrics.csv <==
group,metric,value,unit
global_route,grt.overflow.total,0,
final_timing,maxClockFrequency,132,MHz
clock_network,total_clock_buffers_created_by_cts,105,
final_timing,setup-tns-final,0,ns
critical_path,critical_path_class,"input pin to output port",
critical_path,timing.critical_path.from,"src_a[0]",
synth,top_cell_area_share,0.642,
worst_hold_path,holdPathStages,2,
route,detail_route.iter0.violations,1928,
global_route,largest_net_degree_at_the_start_of_global_routing,75,
die,placeableCoreArea,118000,um2
placed_design,place_inst,4226,
run,drv_cap,0,
final_timing,timing_max_transition_violations_final,0,
die,ios,113,
clock_network,cts_max_path_buffers,3,
global_route,overall_global_routing_usage,0.283,
final_timing,final-setup-viol-count,0,
cells_and_area,design_area,54700,um2
placed_design,dp.final_hpwl,88.2,mm
synth,synth-main-ff-cell,"edfxtp_1",
clock_network,postCtsResizedCells,0,
synth,syn_avg_cell_area,18.7,um2
outcome,outcome,"finished, final reports clean",
final_timing,rsz0062_at_grt,"false",
critical_path,cp-start-kind,"input pin",
cells_and_area,filler_cell_count,9611,
synth,post-synth-top-count-cell,"edfxtp_1",
route,detail_route.drc_violations,0,
die,fp_util,0.405,
critical_path,setup.worst_path.end_class,"output port",
cells_and_area,final-instance-count-excl-fill,4416,
power_and_ir_drop,clk_pwr_share,0.409,
die,fp-row-count,126,
synth,seq_area_frac_synth,0.642,
placed_design,place_congestion,0.900,
final_timing,worst_pin_slew,1.06,ns
die,chip_area,121000,um2
die,dieWidth,348,um
route,detailedRoute.firstPassIterationCount,8,
synth,synth_warnings,1,
critical_path,arrival,5.63,ns
clock_network,buffer_type_at_the_clock_tree_root,"clkbuf_16",
route,residual_antenna_violating_net_count_after_detailed_routing,0,
cells_and_area,largest_reg_flops,1024,
placed_design,portBuffers,112,
synth,top_cell_type_by_total_area_after_synthesis,"edfxtp_1",
synth,netlist_instances,2564,
final_timing,timing.final.crit_share,0.775,
final_timing,hold_viol_final,0,
clock_network,clk_pin_slew_worst_paths,0.06,ns
clock_network,ctsHoldBuffers,0,
synth,common_cells,"edfxtp_1, mux2i_1, mux4_2, clkbuf_1, nand2_1",
synth,yosysChipArea,47900,um2
power_and_ir_drop,power.leakage,17.7,nW
critical_path,worst-path-max-fanout,30,
synth,asyncSetResetFlopFracSynth,0,
synth,numSynthFlops,1024,
die,die_y,348,um
power_and_ir_drop,switching_share,0.227,
synth,yosys.cell_types.count,39,
synth,yosys-stat-cells,2564,
clock_network,ctsHtreeMaxLevel,3,
power_and_ir_drop,sw_power,2.23,mW
final_timing,slew_headroom,0.291,
power_and_ir_drop,power_density,179,nW/um2
final_timing,finalCriticalPeriod,7.59,ns
route,via_count,28149,
power_and_ir_drop,relative_contribution_of_sequential_cells_to_total_power,0.501,
global_route,antenna_found_initial,2,
worst_hold_path,timing.hold.worst.class,"input pin to register",
route,insertedDiodeCount,0,
power_and_ir_drop,combPwrFrac,0.090,
global_route,number_of_global_route_vias_before_repair,31437,
critical_path,cp-endpoint,"reg_a[27]",
synth,ys_top_cells_by_area,"edfxtp_1, mux4_2, mux2i_1, mux4_1, mux2_2",
clock_network,cts_post_setup_buffers_inserted,0,
cells_and_area,area.growth.synth_to_final,14.2,%
clock_network,cts_sinks,1024,
route,avgRoutedWirePerCell,35.3,um
clock_network,tritoncts,"built",
cells_and_area,drive_above_1_share,0.267,
synth,post_synth_tally_of_flip_flops_with_integrated_enable,1024,
critical_path,cp.required,7.84,ns
run,warnings,26,
power_and_ir_drop,internal,7.58,mW
power_and_ir_drop,vdd_drop_max,0.134,mV
placed_design,place_area,51300,um2
global_route,grt_first_pass_wirelength,221,mm
synth,syn_area,47900,um2
route,routed_via_count_divided_by_cell_count,6.37,
route,total_detailed_routing_wirelength,156,mm
-- final cells by class --
type,count,area (um2),area share
timing repair buffer,246,2140,0.0392
sequential,1024,30700,0.562
tap,1600,2000,0.0366
multi-input combinational,1354,16400,0.300
inverter,2,8.76,0.000160
clock inverter,67,702,0.0128
clock buffer,123,2720,0.0496
-- worst min path at each step --
stage	end	from	slack, ns
4_1_cts	data[0][24]	in[24]	2.05
5_1_grt	data[4][11]	in[11]	2.10
6_report	data[18][11]	in[11]	2.09
-- critical path, stage by stage --
cell and delay, ns:
buf_6 0.25, buf_4 0.70, nor2_4 0.29, buf_4 0.40, a221oi_1 0.35, o21ai_0 0.16, a311oi_1 0.78, buf_4 0.24
clkdlybuf4s50_1 0.46
-- routing by layer --
metal	vias to the layer above	wire (um)	GRT usage
li1	11361	-	-
met1	13944	46100	0.300
met2	2414	70500	0.402
met3	410	31600	0.253
met4	20	6870	0.0962
met5	-	527	0.0328
-- cells by family (layout without fill, tap and decap cells) --
group	Yosys count	in the layout	share of synthesized area
AND-OR/OR-AND	374	374	0.0615
buffers and inverters	217	438	0.0244
AND/OR/NAND/NOR	212	212	0.0218
multiplexers	736	736	0.250
other	1	32	0.0000783
flip-flops	1024	1024	0.642
-- metrics by stage --
step                hold WS (ns)  power (mW)   util  worst slack [ns]
floorplan                   2.06        5.49      -              4.47
global placement            2.78        5.87  0.433              2.23
detailed placement          2.79        5.88  0.433              2.19
CTS                         2.05        9.86  0.462              2.19
global route                2.10        10.1  0.462              2.01
finish                      2.09        9.81  0.462              2.21
-- layout by cell type (no fill, tap or decap), types with 17 or more instances in the layout --
master and instances:
o221ai_1 64, a221oi_1 38, conb_1 32, clkbuf_1 17, clkinv_1 26, mux2_2 64
nor2b_1 32, a22oi_1 64, clkbuf_16 106, mux4_2 316, a211oi_1 53, nor2_4 33
mux4_1 36, mux2i_1 320, nand4_1 32, clkdlybuf4s50_1 102, a311oi_1 32, a21oi_1 32
o21ai_0 50, nand2_1 85, edfxtp_1 1024, buf_4 134
-- power groups by stage --
stage     Clock [mW]  Sequential (mW)  Combinational [mW]
5_1_grt         4.23             4.92               0.936
4_1_cts         4.06             4.91               0.884
6_report        4.01             4.91               0.887
Power and IR drop assume default switching activity.
