File: flow/run.sh
#!/bin/bash
# OpenROAD 26Q1-2900-gdf79404cd8, Yosys 0.63+post, stock flow scripts
make -C /OpenROAD-flow-scripts/flow DESIGN_CONFIG=/design/flow/config.mk WORK_HOME=/design/flow/orfs finish
File: flow/config.mk
export PLATFORM = sky130hd
export DESIGN_NAME = PHT
export DESIGN_NICKNAME = PHT
export VERILOG_FILES = /design/flow/design.v
export SDC_FILE = /design/flow/constraint.sdc
export NUM_CORES = 4
export LEC_CHECK = 1
export CORE_UTILIZATION = 50
File: flow/constraint.sdc
current_design PHT

set clk_period 4.7
set clk_io_pct 0.2

create_clock -name clk0 -period $clk_period [get_ports {clk}]

set non_clock_inputs [all_inputs -no_clocks]
set_input_delay [expr $clk_period * $clk_io_pct] -clock clk0 $non_clock_inputs
set_output_delay [expr $clk_period * $clk_io_pct] -clock clk0 [all_outputs]
File: flow/design.v
package rv32i_types;
typedef enum bit [6:0] {
    op_lui   = 7'b0110111,  
    op_auipc = 7'b0010111,  
    op_jal   = 7'b1101111,  
    op_jalr  = 7'b1100111,  
    op_br    = 7'b1100011,  
    op_load  = 7'b0000011,  
    op_store = 7'b0100011,  
    op_imm   = 7'b0010011,  
    op_reg   = 7'b0110011,  
    op_csr   = 7'b1110011   
} rv32i_opcode;
typedef enum bit [2:0] {
    beq  = 3'b000,
    bne  = 3'b001,
    blt  = 3'b100,
    bge  = 3'b101,
    bltu = 3'b110,
    bgeu = 3'b111
} branch_funct3_t;
typedef enum bit [2:0] {
    lb  = 3'b000,
    lh  = 3'b001,
    lw  = 3'b010,
    lbu = 3'b100,
    lhu = 3'b101
} load_funct3_t;
typedef enum bit [2:0] {
    sb = 3'b000,
    sh = 3'b001,
    sw = 3'b010
} store_funct3_t;
typedef enum bit [2:0] {
    add  = 3'b000,  
    sll  = 3'b001,
    slt  = 3'b010,
    sltu = 3'b011,
    axor = 3'b100,
    sr   = 3'b101,  
    aor  = 3'b110,
    aand = 3'b111
} arith_funct3_t;
typedef enum bit [2:0] {
    alu_add = 3'b000,
    alu_sll = 3'b001,
    alu_sra = 3'b010,
    alu_sub = 3'b011,
    alu_xor = 3'b100,
    alu_srl = 3'b101,
    alu_or  = 3'b110,
    alu_and = 3'b111
} alu_ops;
typedef logic [31:0] rv32i_word;
typedef logic [4:0] rv32i_reg;
typedef logic [3:0] rv32i_mem_wmask;
 typedef struct packed {
	rv32i_opcode opcode;
	logic [1:0] pcadd_sel;
	logic [2:0] alumux_sel;
	logic alumux_sel_a;
	logic cmpmux_sel;
	logic pc_adder_arg;
	alu_ops aluop;
	branch_funct3_t cmpop;
} EX_struct;
typedef struct packed {
	rv32i_opcode opcode;
	logic [1:0] pcmux_if_sel;
	logic mem_read;
	logic mem_write;
	logic [3:0] mem_byte_enable;
	logic [2:0] mask_sel;
	logic load_predictor;
} MEM_struct;
typedef struct packed {
	rv32i_opcode opcode;
	logic [2:0] wbmux_sel;
	logic load_regfile;
} WB_struct;
endpackage : rv32i_types
module PHT #(parameter width = 2)
(
    input clk,
    input write,
    input [7:0] rindex,
    input [7:0] windex,
    input [1:0] datain,
    output logic [1:0] dataout
);
logic [1:0] data [255:0]  ;
initial
begin
    for (int i = 0; i < $size(data); i++)
    begin
        data[i] = 2'b01;
    end
end
always_ff @(posedge clk)
begin
    if (write == 1)
    begin
        data[windex] = datain;
    end
end
assign dataout = data[rindex];
endmodule 
==> impl_metrics.json <==
{
  "yosys_area_um2": 21300,
  "rows": 75,
  "leakagePower_nw": 7.53,
  "outcome": "finished clean",
  "yosysTopAreaCell": "edfxtp_1",
  "clockBufferDepth": 3,
  "internal_power_w": 0.00774,
  "seq_power_share_pct": 51.6,
  "dp_hpwl_um": 31400,
  "yosysWarnings": 1,
  "avgSynthCellArea_um2": 17.2,
  "fmax_mhz": 220,
  "cts.hold.buffers_added": 0,
  "viasPerCell": 6.07,
  "grt_pass1_vias": 12300,
  "place.gp.congestion": 0.903,
  "hp-class": "in2reg",
  "end_kind": "output pin",
  "netlist_area_um2": 21300,
  "drive_gt1_share_pct": 18.4,
  "io_buffers": 21,
  "ff_type": "edfxtp_1",
  "die_x_um": 209,
  "synth_cell_types": 50,
  "cp.required_ps": 3760,
  "hold_viol": 0,
  "grt.total_usage_pct": 26.9,
  "cts_buffers": 53,
  "critical_path_peak_fanout": 18,
  "via_count": 11400,
  "numSynthFlops": 512,
  "dr.max_layer_used": "met4",
  "ys_seq_share_pct": 72.0,
  "overflow": 0,
  "critical_path_arrival_ps": 3600,
  "crit_type": "in2out",
  "timing.final.crit_share_pct": 96.6,
  "clock_sink_count": 512,
  "top_cell_area_share_pct": 72.0,
  "wl_um": 50200,
  "synthArstFlopShare_pct": 0,
  "edf_count": 512,
  "hold_slack_ps": 773,
  "worst_pin_slew_ps": 777,
  "drc": 0,
  "wl_per_cell_um": 26.8,
  "dieHeight_um": 209,
  "max_slew_margin_pct": 48.1,
  "p_per_area_nw_per_um2": 406,
  "synth.area.top_cells": "edfxtp_1, mux4_2, nor2_1",
  "antenna_cells": 0,
  "drt-pass1-iter-count": 5,
  "p_switching_w": 0.00201,
  "wl_met3_um": 7300,
  "io_pins": 22,
  "grt_pass1_wl_um": 75500,
  "cts_htree_levels": 2,
  "yosys_cells": 1240,
  "core_area_um2": 42000,
  "pwr-share-clk_pct": 42.9,
  "switching_share_pct": 20.7,
  "vdd_drop_max_uv": 303,
  "largest_register_ffs": 512,
  "fin_tns_setup_ps": 0,
  "dpl_worst_slack_ps": 73.2,
  "layout_min_cycle_time_ps": 4540,
  "setup_viol": 0,
  "chipArea_um2": 43500,
  "drv_cap": 0,
  "syn_inst": 1240,
  "grt_max_degree": 149,
  "warning_count": 29,
  "met2_length_um": 23700,
  "crit_path_start_kind": "input port",
  "layout_setup_ws_ps": 161,
  "pwr-share-comb_pct": 5.4,
  "cts.clk_slew.worst_paths_ps": 60,
  "final-max-slew-violation-count": 0,
  "met1Wirelength_um": 18000,
  "root_buffer": "clkbuf_16",
  "antenna_found_initial": 2,
  "rsz0062_at_grt": "false",
  "drt_iter0_markers": 903,
  "fp_util_pct": 50.8,
  "area_growth_pct": 12.6,
  "cts_tree": "done",
  "ant_nets": 0
}
-- what timing repair did --
item,CTS,global route
setup buffers,0,0
setup endpoints to repair,0,2
gates resized,0,10
endpoints found under the hold margin,0,0
-- synthesized netlist by cell type (2+ instances only) --
cell type and count:
buf_12 8, clkbuf_4 2, o21ai_0 10, o22ai_1 7, buf_8 2, inv_1 4, inv_2 2, a221oi_1 7
nor2_1 268, a31o_1 2, nand2b_1 2, and2_1 3, clkbuf_1 53, o221ai_1 16, a2111oi_2 2, o21ai_1 7
o211ai_1 2, buf_2 10, a21oi_1 9, a222oi_1 2, mux4_2 82, nor2b_1 11, a211oi_1 10, a22o_1 8
mux4_1 20, edfxtp_1 512, buf_4 2, o2bb2ai_1 2, a22oi_1 4, nand3_1 27, buf_6 10, a2111oi_0 6
and2b_1 2, buf_1 2, a31oi_1 2, o31ai_1 4, nand2_1 29, mux2_2 8, a221o_1 2, nand4_1 9
mux2i_1 61
-- path summary, 6_finish.rpt --
| check | startpoint | slack, ps | cells past startpoint | end |
|---|---|---|---|---|
| worst max-delay path | rindex[0] | 160 | 9 | dataout[0] |
| worst min-delay path | datain[0] | 770 | 1 | data[153][0] |
-- stage by stage --
step / total power, W / util [%] / cells / cell area (um2)
2_1_floorplan: 0.00543 / - / 1240 / 21300
3_3_place_gp: 0.00565 / 52.9 / 1773 / 22200
3_5_place_dp: 0.00565 / 52.9 / 1773 / 22200
4_1_cts: 0.00981 / 57.1 / 1870 / 24000
5_1_grt: 0.0100 / 57.2 / 1870 / 24000
6_report: 0.00975 / 57.2 / 1870 / 24000
-- cell usage in the layout, fill, tap and decap left out, drive strengths merged, types with 17 or more instances in the layout --
cell    synthesis  final
edfxtp        512    512
mux4          102    102
clkbuf         55     64
o21ai          17     17
nor2          268    268
mux2i          61     61
nand3          27     27
nand2          29     29
clkinv          0     25
buf            34     68
-- cell families after synthesis --
kind of cell,Yosys count,share of synthesized area (%)
AOI/OAI and AO/OA,107,3.86
buffers and inverters,96,2.93
muxes,171,14.4
and+or+nand+nor,354,6.77
DFF,512,72.0
-- metal layers --
layer  vias up  track usage [%]
li1       5009                -
met1      5658             39.8
met2       601             38.6
met3        83             16.5
met4         0             5.58
met5         -                0
-- power by group through the flow --
stage / combinational [W] / clock (W) / sequential, W
CTS: 0.000525 / 0.00425 / 0.00503
global route: 0.000567 / 0.00442 / 0.00503
finish: 0.000528 / 0.00419 / 0.00504
-- worst max-delay path, stage by stage --
cell and delay, ps:
buf_8 200, buf_12 230, buf_4 210, mux4_2 550, a2111oi_2 540, o31ai_1 150
o22ai_1 210, a211oi_2 100, clkdlybuf4s50_1 430
-- cell type report --
| type | count | area, um2 |
|---|---|---|
| Inverter | 6 | 23.8 |
| Clock buffer | 64 | 1410 |
| Fill cell | 3163 | 18000 |
| Clock inverter | 33 | 329 |
| Timing Repair Buffer | 84 | 837 |
| Sequential cell | 512 | 15400 |
| Tap cell | 539 | 674 |
| Multi-Input combinational cell | 632 | 5390 |
Power is estimated from default activity; no workload was simulated.
